==> design.v <==
module RAM(
    input [9:0] din,
    input clk,
    input rst_n,
    input rx_valid,
    output reg[7:0] dout,
    output reg tx_valid
);
    parameter MEM_DEPTH = 256;
    parameter ADDR_SIZE = 8;
    localparam WRITE_ADD=2'b00,WRITE_DATA=2'b01,READ_ADD=2'b10,READ_DATA=2'b11; 
    (* RAM_STYLE = "block" *)
    reg [7:0] memory [MEM_DEPTH-1:0];
    reg [ADDR_SIZE-1:0] wr_addr;
    reg [ADDR_SIZE-1:0] rd_addr;
    always @(posedge clk) begin
        if (!rst_n) begin
            wr_addr <= 0;
            rd_addr <= 0;
            dout<=0;
            tx_valid<=0;
        end 
        else if (rx_valid) begin
            case (din[9:8])
                WRITE_ADD: begin 
                    wr_addr <= din[7:0];
                    tx_valid<=0;             
                    end
                WRITE_DATA:begin
                     memory[wr_addr] <= din[7:0];
                     tx_valid<=0;
                     end
                READ_ADD:begin
                    rd_addr <= din[7:0];
                    tx_valid<=0;
                    end
                READ_DATA:begin
                dout<=memory[rd_addr];
                tx_valid<=1;
                end
            endcase
        end
    end
endmodule
module SPI_Wrapper(clk,rst_n,SS_n,MOSI,MISO);
    input clk,rst_n,SS_n,MOSI;
    output MISO;
    wire [9:0] din;
    wire [7:0] dout;
    wire tx_valid,rx_valid;
spi_slave spi_slave0(clk,rst_n,SS_n,MOSI,MISO,din,rx_valid,dout,tx_valid);
RAM RAM0(.din(din),.clk(clk),.rst_n(rst_n),.rx_valid(rx_valid),.dout(dout),.tx_valid(tx_valid));
endmodule
module spi_slave (
    input clk,
    input rst_n,
    input SS_n,
    input MOSI,
    output reg MISO,
    output reg [9:0] din,
    output reg rx_valid,
    input [7:0] dout,
    input tx_valid
);
    parameter IDLE = 3'b000;
    parameter CHK_CMD = 3'b001;
    parameter WRITE = 3'b010;
    parameter READ_ADD = 3'b011;
    parameter READ_DATA = 3'b100;
    (*fsm_encoding="one_hot"*)
    reg [2:0] cs, ns;
    reg [9:0] rx_data,tx_data;
    reg [4:0] bit_count;
    reg [7:0] read_reg;
    reg addr_data;
    wire flag;
    always@(posedge clk or negedge rst_n) begin
        if(!rst_n)
        read_reg<=0;
        else 
       read_reg<=dout;
    end
    always@(posedge clk or negedge rst_n) begin
        if(!rst_n)
        addr_data<=0;
        else if(cs==READ_ADD)
        addr_data<=1;
        else if(cs==READ_DATA)
        addr_data<=0;
    end
    always @(posedge clk or negedge rst_n) begin
        if (!rst_n) begin
            cs <= IDLE;
        end else begin
            cs <= ns;
        end
    end
    always @(posedge clk or negedge rst_n) begin
        if(!rst_n)
        bit_count<=0;
        else if ( ((cs==WRITE) || (cs==READ_ADD) ) &&(bit_count<10) ) begin
                rx_data[9-bit_count] <= MOSI;
                bit_count <= bit_count + 1;
            end 
        else if(cs==READ_DATA) begin
               if(bit_count<10) begin
                  rx_data[9-bit_count] <= MOSI;
                  end
                  bit_count<=bit_count+1;             
        end
         else
         bit_count<=0;
    end
    always @(*) begin
        case (cs)
            IDLE: begin
                if (SS_n) begin
                    ns = IDLE;
                end else begin
                    ns = CHK_CMD;
                end
            end
            CHK_CMD: begin
                if(SS_n)
                ns=IDLE;
                else if (MOSI == 1'b0) begin
                    ns = WRITE;
                end 
                else if(MOSI ==1 && addr_data==0) begin
                    ns = READ_ADD;
                end
               else
               ns=READ_DATA; 
            end
            WRITE: begin
                if (SS_n) begin
                    ns = IDLE;
                end 
                else begin
                    ns = WRITE;
                end
            end
            READ_ADD: begin
                if (SS_n) begin
                    ns = IDLE;
                end
                else if(rx_data[8]==1 && bit_count==2)
                ns=READ_DATA;
                else begin
                ns = READ_ADD;
                end
            end
            READ_DATA: begin
                if (SS_n) begin
                    ns = IDLE;
                end 
                else if(rx_data[8]==0 && bit_count==2)
                ns=READ_ADD;
                else begin
                    ns = READ_DATA;
                end
            end
            default:ns=IDLE;
        endcase
    end
    always @(*) begin
        case (cs)
            WRITE,READ_ADD: begin
                din = rx_data;
                rx_valid = (bit_count==4'd10)?1:0;
            end
            READ_DATA: begin
                din = rx_data;
                rx_valid = (bit_count==4'd10)?1:0;
            end
            default:begin
                din=0;
                rx_valid = 1'b0;
            end
        endcase
    end
    always @(posedge clk or negedge rst_n) begin
          if(!rst_n)
          MISO<=0;
          else if(cs==READ_DATA)
          MISO<=(tx_valid && bit_count>10 && bit_count<19)?read_reg[18-bit_count]:0;
          else
          MISO<=0;
    end
endmodule
==> run.sh <==
#!/bin/bash
# OpenROAD 26Q1-2900-gdf79404cd8, Yosys 0.63+post, stock flow scripts
make -C /OpenROAD-flow-scripts/flow DESIGN_CONFIG=/design/flow/config.mk WORK_HOME=/design/flow/orfs finish
==> config.mk <==
export PLATFORM = sky130hd
export DESIGN_NAME = SPI_Wrapper
export DESIGN_NICKNAME = SPI_Wrapper
export VERILOG_FILES = /design/flow/design.v
export SDC_FILE = /design/flow/constraint.sdc
export NUM_CORES = 4
export LEC_CHECK = 1
export CORE_UTILIZATION = 50
==> constraint.sdc <==
current_design SPI_Wrapper

set clk_period 60.2
set clk_io_pct 0.2

create_clock -name clk0 -period $clk_period [get_ports {clk}]

set non_clock_inputs [all_inputs -no_clocks]
set_input_delay [expr $clk_period * $clk_io_pct] -clock clk0 $non_clock_inputs
set_output_delay [expr $clk_period * $clk_io_pct] -clock clk0 [all_outputs]
==> flow_metrics.tcl <==
# collected from the flow reports
set metrics [dict create \
    run_status "completed" \
    portion_of_the_clock_cycle_consumed_by_the_worst_path_in_the_final_layout_pct 24.2 \
    critical_path_peak_fanout 42 \
    period_needed_ps 14560 \
    grtUsageMet3_pct 26.0 \
    detail_route.first_pass.iterations 7 \
    grt_pass1_vias 46382 \
    globalRoute.busiestLayer "met2" \
    grt_pass1_wl_um 337000 \
    detail-route-antenna-nets 0 \
    lay_top_count "sky130_fd_sc_hd__edfxtp_1" \
    routed-via-count 42023 \
    ys_cells 4105 \
    detail_route.wirelength_um 237000 \
    timing.max_slew.rel_slack_pct 29.0 \
    cts.root.buffer_cell "sky130_fd_sc_hd__clkbuf_16" \
    log.warning_count 38 \
    tritoncts "built" \
    tightest_slew_ps 1060 \
    timing.hold.worst.class "flip-flop to flip-flop" \
    setup_violations 0 \
    largestRegisters "RAM0.memory (2048), spi_slave0.rx_data (10)" \
    number_of_antenna_violations_at_the_first_check_in_global_routing 6 \
    cts_max_level 4 \
    power_per_cell_area_nw_per_um2 32.7 \
    fmaxAchievable_ghz 0.0687 \
    die_area_sq_um 167000 \
    timing_hold_violations_final 0 \
    ys_seq_share_pct 76.0 \
    flip_flops_with_a_built_in_enable 2058 \
    die.size.x_um 409 \
    flip_flop_and_latch_count_after_synthesis 2103 \
    area_growth_syn_to_layout_pct 11.1 \
    design.portCount 5 \
    regMostFlops "RAM0.memory" \
    hold_buffers_post_cts 0 \
    async_flop_share_pct 0.951 \
    num_cts_buffers 203 \
    critical_path.max_stage_delay_ps 580 \
    syn-cell-area_sq_um 82700 \
    core_region_area_sq_um 164000 \
    drt-vias-per-instance 6.41 \
    final.setup.tns_ps 0 \
    critPathMostFrequentCell "sky130_fd_sc_hd__nand2_1" \
    final-max-slew-violation-count 0 \
    clock_tree.buffer_depth 3 \
    met2_usage_pct 43.9 \
    routed_wire_length_per_instance_um 36.2 \
    most-common-layout-cells "2058 x sky130_fd_sc_hd__edfxtp_1, 436 x sky130_fd_sc_hd__mux4_2, 306 x sky130_fd_sc_hd__nor2_1, 222 x sky130_fd_sc_hd__mux2i_1, 205 x sky130_fd_sc_hd__clkbuf_16" \
    power.leakage_nw 27.9 \
    critical_path_required_ps 60670 \
    drv_cap 0 \
    place.gp.congestion 0.988 \
    ys.warnings.count 3 \
    postCtsSetupRepairBufs 0 \
    critical_path.startpoint_type "input pin" \
    globalRouteTotalUtil_pct 32.6 \
    synthesized_area_per_cell_sq_um 20.1 \
    clk_pin_slew_worst_paths_ps 60 \
    synth_cell_types 80 \
    crit_slowest_cell "sky130_fd_sc_hd__nor2_1" \
    drc_viols 0 \
    count_of_input_and_output_buffers 4 \
    yosys.stat.chipArea_sq_um 82700 \
    path_class "input pin to flip-flop" \
    fin_hold_ws_ps 347 \
    numClockSinks 2103 \
    path_cells "clkdlybuf4s50_1 -> buf_4 -> nand2_1 -> nor3_1 -> nand2_1 -> nor2_1 -> nand2_1 -> buf_4 -> nor2_1" \
    cts.repair.resized 0 \
    fin_skew_ps 31.0 \
    grt.met1_usage_pct 42.6 \
    drive_gt1_share_pct 21.4 \
    grt.overflow.total 0 \
    largest_register_ff_count 2048 \
    grt_start_max_net_pins 103 \
    drt_first_iter_violations 3245 \
    detailed_place_hpwl_um 148000 \
    die.size.y_um 409 \
    arrival_ps 15030 \
    clk_latency_ps 850 \
    row_count 148 \
    rsz_0062_raised_after_global_routing "false" \
    pre_placement_core_utilization_pct 50.6 \
    synthCells 4105 \
    peakVddDrop_uv 30.7 \
    synthFlopType "sky130_fd_sc_hd__edfxtp_1" \
    endpoint_kind "flip-flop" \
]
[synthesized netlist by cell type, types with 5 or more instances]
library cell / count / area [sq um]
sky130_fd_sc_hd__nor2b_1: 34 / 213
sky130_fd_sc_hd__nand4_1: 14 / 87.6
sky130_fd_sc_hd__a31oi_1: 24 / 150
sky130_fd_sc_hd__o32ai_1: 5 / 43.8
sky130_fd_sc_hd__mux2i_1: 222 / 2220
sky130_fd_sc_hd__nand3_1: 48 / 240
sky130_fd_sc_hd__and2_1: 24 / 150
sky130_fd_sc_hd__or3_1: 9 / 56.3
sky130_fd_sc_hd__o221ai_1: 33 / 289
sky130_fd_sc_hd__o22ai_1: 79 / 494
sky130_fd_sc_hd__buf_2: 61 / 305
sky130_fd_sc_hd__buf_1: 6 / 22.5
sky130_fd_sc_hd__dfxtp_1: 25 / 500
sky130_fd_sc_hd__nor3b_1: 6 / 45.0
sky130_fd_sc_hd__o21ai_0: 48 / 240
sky130_fd_sc_hd__buf_4: 32 / 240
sky130_fd_sc_hd__dfrtp_1: 19 / 475
sky130_fd_sc_hd__a21oi_1: 52 / 260
sky130_fd_sc_hd__ha_1: 16 / 200
sky130_fd_sc_hd__inv_1: 10 / 37.5
sky130_fd_sc_hd__o211ai_1: 5 / 37.5
sky130_fd_sc_hd__nor4_1: 13 / 81.3
sky130_fd_sc_hd__clkbuf_1: 88 / 330
sky130_fd_sc_hd__nand2_1: 130 / 488
sky130_fd_sc_hd__edfxtp_1: 2058 / 61800
sky130_fd_sc_hd__a221oi_1: 11 / 96.3
sky130_fd_sc_hd__nor3_1: 34 / 170
sky130_fd_sc_hd__buf_6: 47 / 529
sky130_fd_sc_hd__o31ai_1: 6 / 45.0
sky130_fd_sc_hd__a22oi_1: 38 / 285
sky130_fd_sc_hd__nand2b_1: 10 / 62.6
sky130_fd_sc_hd__a211oi_1: 22 / 165
sky130_fd_sc_hd__nor2_1: 307 / 1150
sky130_fd_sc_hd__buf_12: 6 / 120
sky130_fd_sc_hd__mux2_2: 13 / 146
sky130_fd_sc_hd__a2111oi_0: 11 / 96.3
sky130_fd_sc_hd__and3_1: 5 / 31.3
sky130_fd_sc_hd__o41ai_1: 5 / 43.8
sky130_fd_sc_hd__mux4_2: 436 / 9820
[layer usage]
layer	share of wire, %	vias up
met3	18	476
li1	-	17212
met1	32	21004
met4	4.1	26
met5	0.47	-
met2	45	3305
[cell families (layout without fill, tap and decap cells)]
group           after synthesis  count (layout)  synth area share, %
buf+inv                     258             532                 1.99
flops                      2103            2103                 76.0
other cells                   0               1                    0
xor+xnor                      7               7               0.0742
simple gates                666             666                 3.71
fa+ha+maj                    16              16                0.242
compound gates              381             381                 3.17
mux                         674             674                 14.8
[stage by stage]
| step | std cells | utilization, % | setup slack [ps] | power, mW | cell area (sq um) |
|---|---|---|---|---|---|
| CTS | 6554 | 56.2 | 45710 | 3.03 | 91900 |
| finish | 6555 | 56.2 | 45640 | 3.01 | 91900 |
| floorplan | 4105 | - | 46250 | 1.72 | 82700 |
| global placement | 6189 | 52.1 | 44840 | 1.76 | 85200 |
| detailed placement | 6189 | 52.1 | 44810 | 1.76 | 85200 |
| global route | 6554 | 56.2 | 45530 | 3.09 | 91900 |
[worst paths after layout]
kind | start | to | slack, ps | cells after the start
setup / recovery | rst_n | RAM0.memory[169][2]$_DFFE_PP_ | 45640 | 9
min in group asynchronous | rst_n | spi_slave0.MISO$_DFF_PN0_ | 11610 | 2
hold / removal | RAM0.dout[6]$_SDFFE_PN0P_ | spi_slave0.read_reg[6]$_DFF_PN0_ | 350 | 0
setup reg to reg | RAM0.rd_addr[0]$_SDFFE_PN0P_ | RAM0.dout[4]$_SDFFE_PN0P_ | 55010 | 10
hold reg to reg | RAM0.dout[6]$_SDFFE_PN0P_ | spi_slave0.read_reg[6]$_DFF_PN0_ | 350 | 0
max in group asynchronous | rst_n | spi_slave0.read_reg[7]$_DFF_PN0_ | 48230 | 2
[layout make-up]
| class | count | area [sq um] |
|---|---|---|
| fill | 11992 | 71600 |
| multi-input combinational | 1744 | 18300 |
| tap | 2175 | 2720 |
| antenna | 1 | 2.50 |
| clock inverter | 142 | 1470 |
| timing repair buffer | 155 | 1350 |
| clock buffer | 223 | 5200 |
| sequential | 2103 | 62800 |
| inverter | 12 | 47.5 |
[critical path, delay by kind of cell]
kind,cells,cell delay [ps]
AND/OR/NAND/NOR,6,1710
buffers and inverters,3,1240
[report_power, final]
| part | switching (mW) | total, mW | internal, mW |
|---|---|---|---|
| Sequential | 0.00193 | 1.64 | 1.64 |
| Clock | 0.544 | 1.28 | 0.734 |
| Combinational | 0.0779 | 0.0880 | 0.0101 |
Power and IR drop assume default switching activity.
